**flow/run.sh**
```bash
#!/bin/bash
# OpenROAD 26Q1-2900-gdf79404cd8, Yosys 0.63+post, stock flow scripts
make -C /OpenROAD-flow-scripts/flow DESIGN_CONFIG=/design/flow/config.mk WORK_HOME=/design/flow/orfs finish
```
**flow/config.mk**
```make
export PLATFORM = sky130hd
export DESIGN_NAME = FIFO_TOP
export DESIGN_NICKNAME = FIFO_TOP
export VERILOG_FILES = /design/flow/design.v
export SDC_FILE = /design/flow/constraint.sdc
export NUM_CORES = 4
export LEC_CHECK = 1
export CORE_UTILIZATION = 30
```
**flow/constraint.sdc**
```tcl
current_design FIFO_TOP

set clk_period 3.6
set clk_io_pct 0.2

create_clock -name clk0 -period $clk_period [get_ports {R_CLK}]
create_clock -name clk1 -period $clk_period [get_ports {W_CLK}]

set non_clock_inputs [all_inputs -no_clocks]
set_input_delay [expr $clk_period * $clk_io_pct] -clock clk0 $non_clock_inputs
set_output_delay [expr $clk_period * $clk_io_pct] -clock clk0 [all_outputs]
```
**flow/design.v**
```verilog
module ASYNC_FIFO_RAM #(
	parameter ADDR_WIDTH = 4,						 
	parameter DATA_WIDTH = 8						 
)(
	input  wire			 W_CLK,					 
	input  wire 			 W_CLK_en,				 
	input  wire [DATA_WIDTH - 1 : 0] W_Data,				 
	input  wire [ADDR_WIDTH - 1 : 0] W_Addr,				 
	input  wire [ADDR_WIDTH - 1 : 0] R_Addr,				 
	output wire [DATA_WIDTH - 1 : 0] R_Data					 
);
	localparam FIFO_DEPTH = 1 << ADDR_WIDTH;
	reg [DATA_WIDTH - 1 : 0] MEM [ 0 : FIFO_DEPTH - 1];			 
	always @(posedge W_CLK)
	begin
		if(W_CLK_en)
			begin
				MEM[W_Addr] <= W_Data;
			end
	end
	assign R_Data = MEM[R_Addr]; 
endmodule 
module FIFO_R_Pointer #(
	parameter ADDR_WIDTH = 4
)(
	input  wire 		      R_CLK,
	input  wire 		      R_rst_n,
	input  wire 		      R_inc,
	input  wire [ADDR_WIDTH  : 0] Rq2_wptr,						 
	output reg 			 R_empty,
	output reg  [ADDR_WIDTH     : 0] R_ptr,
	output wire [ADDR_WIDTH - 1 : 0] R_Addr
);
	reg  [ADDR_WIDTH : 0] Binary_R_ptr;
	wire [ADDR_WIDTH : 0] Gray_R_ptr, Binary_R_ptr_next;
	wire 				  Empty_Value;
	assign Empty_Value = (Gray_R_ptr == Rq2_wptr);
	always @(posedge R_CLK or negedge R_rst_n)
	begin 
		if (!R_rst_n)
		begin
			R_empty      <= 1'b1;
			R_ptr 		 <= 4'b0000;
			Binary_R_ptr <= 4'b0000;
		end
		else
		begin
			R_empty 	 <= Empty_Value;
			R_ptr 		 <= Gray_R_ptr;
			Binary_R_ptr <= Binary_R_ptr_next;
		end
	end
assign R_Addr            = Binary_R_ptr[ADDR_WIDTH - 1 : 0];							 
assign Gray_R_ptr 		 = (Binary_R_ptr_next >> 1) ^ Binary_R_ptr_next;				 
assign Binary_R_ptr_next = Binary_R_ptr + (R_inc & ~R_empty);							 
endmodule
module FIFO_TOP #(
	parameter ADDR_WIDTH = 4,				 
	parameter DATA_WIDTH = 8				 
)(
	input  wire 			 W_CLK,
	input  wire 			 R_CLK,
	input  wire 			 W_rst_n,
	input  wire 			 R_rst_n,
	input  wire 			 W_inc,
	input  wire 			 R_inc,
	input  wire [DATA_WIDTH - 1 : 0] W_Data,
	output wire                      Full,
	output wire                      Empty,
	output wire [DATA_WIDTH - 1 : 0] R_Data
);
	wire [ADDR_WIDTH - 1 : 0] W_Addr, R_Addr;
	wire [ADDR_WIDTH     : 0] W_ptr, R_ptr, Wq2_rptr, Rq2_wptr;
FIFO_Write_Pointer #(.ADDR_WIDTH(ADDR_WIDTH)) FIFO_Write_Pointer_F1(
	.W_CLK(W_CLK), 
	.W_rst_n(W_rst_n),
	.W_inc(W_inc),
	.Wq2_rptr(Wq2_rptr),						 
	.W_Full(Full),
	.W_ptr(W_ptr),								
	.W_Addr(W_Addr)
);
FIFO_R_Pointer #(.ADDR_WIDTH(ADDR_WIDTH)) FIFO_R_Pointer_F2(
	.R_CLK(R_CLK),
	.R_rst_n(R_rst_n),
	.R_inc(R_inc),
	.Rq2_wptr(Rq2_wptr),
	.R_empty(Empty),
	.R_ptr(R_ptr),
	.R_Addr(R_Addr)
);
ASYNC_FIFO_RAM #(.ADDR_WIDTH(ADDR_WIDTH), .DATA_WIDTH(DATA_WIDTH) )  ASYNC_FIFO_RAM_F3(
	.W_CLK(W_CLK),					
	.W_CLK_en(W_inc & ~Full),				
	.W_Data(W_Data),				
	.W_Addr(W_Addr),				
	.R_Addr(R_Addr),				
	.R_Data(R_Data)					
);
Sync_R2W #(.ADDR_WIDTH(ADDR_WIDTH)) Sync_R2W_F4(
	.W_CLK(W_CLK),					
	.W_rst_n(W_rst_n),				
	.R_ptr(R_ptr),					
	.Wq2_rptr(Wq2_rptr)				
);
Sync_W2R #(.ADDR_WIDTH(ADDR_WIDTH)) Sync_W2R_F5(
	.R_CLK(R_CLK),					
	.R_rst_n(R_rst_n),				
	.W_ptr(W_ptr),					
	.Rq2_wptr(Rq2_wptr)				
);
endmodule
module FIFO_Write_Pointer #(
	parameter ADDR_WIDTH = 4
)(
	input  wire 					 W_CLK, 
	input  wire 					 W_rst_n,
	input  wire 					 W_inc,
	input  wire [ADDR_WIDTH     : 0] Wq2_rptr,						 
	output reg 						 W_Full,
	output reg  [ADDR_WIDTH     : 0] W_ptr,							 
	output      [ADDR_WIDTH - 1 : 0] W_Addr
);
	reg  [ADDR_WIDTH: 0] Binary_W_ptr;								 
	wire [ADDR_WIDTH: 0] Gray_W_ptr , Binary_W_ptr_next;			 
	wire 				 FULL_VALUE;
	always @(posedge W_CLK or negedge W_rst_n)
	begin
		if (!W_rst_n)
		begin
			W_Full       <= 1'b0;
			W_ptr 		 <= 4'b0000;
			Binary_W_ptr <= 4'b0000;
		end
		else
		begin
			W_Full       <= FULL_VALUE;
			W_ptr 		 <= Gray_W_ptr;
			Binary_W_ptr <= Binary_W_ptr_next;
		end
	end
	assign FULL_VALUE        = (Gray_W_ptr[ADDR_WIDTH]!= Wq2_rptr[ADDR_WIDTH])&&                            
							   (Gray_W_ptr[ADDR_WIDTH-1]!= Wq2_rptr[ADDR_WIDTH - 1]) &&                    
							   (Gray_W_ptr[ADDR_WIDTH-2 : 0] == Wq2_rptr[ADDR_WIDTH - 2 : 0]);
	assign W_Addr 			 = Binary_W_ptr[ADDR_WIDTH - 1 : 0];					 
	assign Binary_W_ptr_next = Binary_W_ptr + (W_inc & !W_Full);					
	assign Gray_W_ptr 	     = (Binary_W_ptr_next >> 1) ^ Binary_W_ptr_next;		 
endmodule
module Sync_R2W #(
	parameter ADDR_WIDTH = 4
)(
	input  wire 				 W_CLK,					 
	input  wire 				 W_rst_n,				 
	input  wire [ADDR_WIDTH : 0] R_ptr,					 
	output reg [ADDR_WIDTH : 0] Wq2_rptr				 
);
	reg [ADDR_WIDTH : 0] Wq1_rptr;
	always @(posedge W_CLK or negedge W_rst_n)
	begin
		if(!W_rst_n)
		begin
			Wq1_rptr <= 5'b0;
			Wq2_rptr <= 5'b0;
		end
		else 
		begin
			Wq1_rptr <= R_ptr;
			Wq2_rptr <= Wq1_rptr;
		end
	end
endmodule 
module Sync_W2R #(
	parameter ADDR_WIDTH = 4
)(
	input  wire 				 R_CLK,					 
	input  wire 				 R_rst_n,				 
	input  wire [ADDR_WIDTH : 0] W_ptr,					 
	output reg [ADDR_WIDTH : 0] Rq2_wptr				 
);
	reg [ADDR_WIDTH : 0] Rq1_wptr;
	always @(posedge R_CLK or negedge R_rst_n)
	begin
		if(!R_rst_n)
		begin
			Rq1_wptr <= 5'b0;
			Rq2_wptr <= 5'b0;
		end
		else 
		begin
			Rq1_wptr <= W_ptr;
			Rq2_wptr <= Rq1_wptr;
		end
	end
endmodule 
```
==> results_slide.txt <==
Key Metrics from the Run

Outcome
  • Outcome: completed

Synth
  • YS chip area: 0.00648 mm²
  • Mapped Cells: 299
  • Main synth FF type: edfxtp_1
  • Synth warn: 5
  • Synth Area per Inst: 21.7 µm²
  • Synth cell types: 36
  • Xor/xnor share: 0.0378
  • Mux share: 0.144
  • Adder Area Share: 0.00772
  • Seq share, synth: 0.748
  • Simple share: 0.0293
  • Async set-or-reset flop fraction in the synthesized netlist: 0.238
  • Yosys Instances: 299
  • Ao+oa area frac: 0.0102
  • EDFF count, synth: 128
  • Main logic family: multiplexers
  • Synthesized area: 0.00648 mm²
  • #FFs+latches synth: 168

GRT
  • Grt total ovfl: 0
  • Initial antenna violation count: 0
  • Vias in the first global route: 3202
  • M2 GR Usage: 0.189
  • Most Used Layer, Global Route: met2
  • Met3 Usage GRT: 0.0852
  • GRT Total Usage: 0.127
  • Wire length of the first global-routing pass: 18800 µm
  • Largest net degree at the start of global routing: 21
  • M1 GR Usage: 0.162

Setup path
  • CP endpoint kind: output pin
  • Setup CP Type: flop to output pin
  • CP Max Fanout: 17
  • Worst R2R Path Depth: 7
  • Worst Path Required: 2880 ps
  • CP Launch Type: flop
  • Worst EP arrival: 2560 ps

Cells and area
  • Final core occ: 0.368
  • Most used logic cell in the final layout: edfxtp_1
  • Most frequent cells in the layout: edfxtp_1 (128), dfrtp_1 (38), buf_4 (24)
  • Fill cells: 1916
  • Post-route insts no fill: 644
  • Layout area overhead: 19.7%
  • Final Cell Area: 0.00776 mm²
  • Ratio of cells with drive above 1 in the final layout: 0.236

Flow run
  • Tool warnings: 26
  • Max_cap viols: 0

CTS
  • CTS hold repair buffers: 0
  • Worst-path clk slew: ~60 ps
  • # clock sinks: roughly 170
  • Post-CTS Setup Repair Bufs: 0
  • # resized after CTS: 0
  • CTS tree: yes

Worst hold path
  • Hold-critical path depth: 0
  • Worst Hold Class: flop to flop

Placement
  • Final HPWL DP: 7430 µm
  • Post-Place Cell Area: 0.00711 mm²
  • Inst Count DP: 608
  • GP Congestion: 0.747
  • Number of buffers added on ports: 22

Final timing
  • Clock Skew: 7.89 ps
  • RSZ-0062 raised after global routing: false
  • Final Setup Violations: 0
  • Total Neg Setup Slack: 0 ps
  • Final hold violation count: 0
  • Slew Viols, Final: 0
  • Worst relative slew slack: 0.589
  • Tightest Pin Transition: a little over 600 ps

Routing
  • WL per Instance: 19.1 µm
  • TritonRoute pass-1 iters: 4
  • Antenna diode count: 0
  • Vias post-DR: around 3000
  • Drt total wl: between 10000 and 15000 µm
  • Routed Antenna Nets: 0
  • DR vias/cell: 4.61
  • DRT iter0 DRCs: between 150 and 200
  • DR DRC count: 0

Die
  • Core Density at Floorplan: 0.307
  • Total die size: roughly 0.022 mm²
  • I/O pins: 24
  • Row count: between 50 and 60
  • Die H: 149 µm
  • CORE AREA: 0.0211 mm²
  • Die x size: 149 µm

Power
  • Leak: 2.71 nW
  • Maximum vdd drop: 0.481 mV
  • Cell Pwr Density: 838 mW/mm²
==> worst max-delay path: stages (launching register included) <==
cell	delay, ps
dfrtp_2	580
buf_12	230
mux4_1	590
mux4_2	470
clkdlybuf4s50_1	420
==> final timing paths <==
path | start | end | slack, ps
worst max-delay path | FIFO_R_Pointer_F2.Binary_R_ptr[0]$_DFF_PN0_ | R_Data[2] | 320
worst min-delay path | FIFO_R_Pointer_F2.R_ptr[2]$_DFF_PN0_ | Sync_R2W_F4.Wq1_rptr[2]$_DFF_PN0_ | 200
worst max register to register | FIFO_R_Pointer_F2.Binary_R_ptr[0]$_DFF_PN0_ | FIFO_R_Pointer_F2.R_empty$_DFF_PN1_ | 1090
worst min register to register | FIFO_R_Pointer_F2.R_ptr[2]$_DFF_PN0_ | Sync_R2W_F4.Wq1_rptr[2]$_DFF_PN0_ | 200
max in group clk1 | W_inc | FIFO_Write_Pointer_F1.W_Full$_DFF_PN0_ | 880
max in group asynchronous | R_rst_n | FIFO_R_Pointer_F2.R_empty$_DFF_PN1_ | 2530
min in group clk0 | Sync_W2R_F5.Rq1_wptr[4]$_DFF_PN0_ | Sync_W2R_F5.Rq2_wptr[4]$_DFF_PN0_ | 350
min in group asynchronous | W_rst_n | Sync_R2W_F4.Wq1_rptr[0]$_DFF_PN0_ | 640
==> routing by layer <==
layer / wire length [µm] / part of all wire / vias up
li1: - / - / 1319
met4: 121 / 0.0098 / 0
met5: 0 / 0 / -
met3: 1540 / 0.13 / 10
met2: 5950 / 0.48 / 129
met1: 4680 / 0.38 / 1513
==> registers in the layout, summed over array words and instances (netlist names) <==
name,count
FIFO_Write_Pointer_F1.W_ptr,5
FIFO_R_Pointer_F2.R_empty,1
Sync_W2R_F5.Rq1_wptr,5
FIFO_R_Pointer_F2.Binary_R_ptr,4
FIFO_R_Pointer_F2.R_ptr,5
Sync_R2W_F4.Wq1_rptr,5
FIFO_Write_Pointer_F1.W_Full,1
Sync_W2R_F5.Rq2_wptr,5
ASYNC_FIFO_RAM_F3.MEM,128
FIFO_Write_Pointer_F1.Binary_W_ptr,4
Sync_R2W_F4.Wq2_rptr,5
==> per-stage QoR <==
step	worst slack, ps	total power, mW	hold WS, ps
2_1_floorplan	1130	4.04	331
3_3_place_gp	473	4.65	334
3_5_place_dp	437	4.68	335
4_1_cts	284	6.59	181
5_1_grt	228	6.84	198
6_report	322	6.50	196
==> kinds of logic (layout without fill, tap and decap cells) <==
logic type | Yosys count | in the layout
flops | 168 | 168
compound gates | 8 | 8
mux | 40 | 40
buf+inv | 18 | 88
simple gates | 37 | 37
xor+xnor | 24 | 24
fa+ha+maj | 4 | 4
==> power breakdown <==
part           leakage (nW)  total [mW]  internal, mW  switching, mW
Combinational         0.770        1.92          1.03          0.883
Clock                 0.315        1.89          1.13          0.761
Sequential             1.63        2.70          2.49          0.206
==> cell usage after synthesis (3+ instances only) <==
master / instances / share of area
buf_6: 4 / 0.0069
dfrtp_1: 39 / 0.15
edfxtp_1: 128 / 0.59
ha_1: 4 / 0.0077
inv_1: 5 / 0.0029
mux4_1: 15 / 0.061
mux4_2: 23 / 0.080
nand3_1: 7 / 0.0054
nor2_1: 12 / 0.0069
nor2b_1: 3 / 0.0029
nor3_1: 4 / 0.0031
or3_1: 3 / 0.0029
xnor2_1: 9 / 0.012
xor2_1: 12 / 0.016
==> cell type report <==
cell class                 instances  area, µm²  area share
timing repair buffer              47        420      0.0542
sequential                       168       4850       0.625
tap                              275        344      0.0443
clock buffer                      22        518      0.0668
multi-input combinational        113       1480       0.191
clock inverter                    14        128      0.0164
inverter                           5       18.8     0.00242
Power figures rest on the tool's default switching activity, not on a simulated workload.
